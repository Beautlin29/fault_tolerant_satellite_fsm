==> design/flow/design.v <==
module next_state_fsm(I1,I2,I3,clk,C1,C2,N1,N2);
input I1,I2,I3,C1,C2,clk;
output reg N1,N2;
always@(negedge clk) begin
    N1 = ((!I1) & (!I2) & I3) | ((!I1) & I2 & (!I3) & C2);
    N2 = ((!I1) & (!C1) & (!I2)) | (C1 & I2 & I3 ) | ((!I1) & I3 & C1 & (!C2));
end
endmodule
`timescale 1ns / 1ps
module sat_fsm(
    input I1,
    input I2,
    input I3,
    output reg C1,
    output reg C2,
    output N1,
    output N2,
    input clk
);
next_state_fsm a1 (I1,I2,I3,clk,C1,C2,N1,N2);
initial 
begin
C1 = 0;
C2 =0;
end
always @(posedge clk) begin
   C1 = N1;
   C2 = N2;
end
endmodule
==> design/flow/run.sh <==
#!/bin/bash
# OpenROAD 26Q1-2900-gdf79404cd8, Yosys 0.63+post, stock flow scripts
make -C /OpenROAD-flow-scripts/flow DESIGN_CONFIG=/design/flow/config.mk WORK_HOME=/design/flow/orfs finish
==> design/flow/config.mk <==
export PLATFORM = sky130hd
export DESIGN_NAME = sat_fsm
export DESIGN_NICKNAME = sat_fsm
export VERILOG_FILES = /design/flow/design.v
export SDC_FILE = /design/flow/constraint.sdc
export NUM_CORES = 4
export LEC_CHECK = 1
export CORE_AREA = 10 10 70 70
export DIE_AREA = 0 0 80 80
==> design/flow/constraint.sdc <==
current_design sat_fsm

set clk_period 1.4
set clk_io_pct 0.2

create_clock -name clk0 -period $clk_period [get_ports {clk}]

set non_clock_inputs [all_inputs -no_clocks]
set_input_delay [expr $clk_period * $clk_io_pct] -clock clk0 $non_clock_inputs
set_output_delay [expr $clk_period * $clk_io_pct] -clock clk0 [all_outputs]
==> results.txt <==
1st-iter DRT viols: 6
Syn Inst Count: 12
Yosys cell count: 12
Max Root-Sink Buffers: 2
Critical hold path startpoint: I3
Mapped Avg Cell Area: 10.2 um^2
Post-synthesis compound-gate area fraction: 16.3%
First-pass iteration count of the detailed router: 2
Worst-path fanout max: 2
RSZ-0062 raised after global routing: yes
Syn. warnings: 2
Via/cell ratio: 1.93
Fp util: 3.59%
Dominant comb cell: AND-OR/OR-AND gates
Startpoint Class: flip-flop
DRC violations left: 0
DP Wirelength: 359 um
WP data required: 1.12 ns
Outcome: finished, violations left
N_diodes: 0
RR Startpoint: C2
Fin. Hold Viols: 0
Crit path buffers/inverters: 1
Io pins: 8
Design area: 279 um^2
CP endpoint kind: primary output
XOR Share, Synth: 0%
Die ar.: 6400 um^2
Wire per inst: 6.44 um
Crit-path slowest cell: dfxtp_2
Share of layout cells above drive strength 1: 54.2%
# hold bufs at CTS: 0
Pwr Total: 0.000318 W
CORE AREA: 3420 um^2
Hold path depth: 3
GRT Residual Overflow: 0
Synthesized area: 123 um^2
Post-route antenna net violation count: 0
Final WS setup: -0.279 ns
Routed WL: 451 um
Global-route wire length before repair: 607 um
Root buffer cell: clkbuf_4
OpenROAD warnings: 29
Least-Margin Pin Slew: 0.116 ns
Failing checks: negative setup slack
Total CTS buffers: 3
Vias post-DR: 135
Number of global-route vias before repair: 128
# setup viols final: 2
Critical path type: flip-flop to primary output
Mux area share: 0%
Placed cell areas: 258 um^2
P per Cell Area: 1140 nW/um^2
Final clock skew: 0.0579 ns
Largest net degree at the start of global routing: 5
Unique cell types: 8
Worst Hold Class: input port to flip-flop
DIE HEIGHT: 80 um
Worst ir drop on vdd: 0.000133 V
FF-to-FF End: a1.N2
Worst Path Arrival: 1.40 ns
Max-cap violations: 0
Routability Congestion: 0.585
Most frequent cells in the layout: dfxtp_2, inv_1, clkbuf_4
Core Rows: 21
Hold Slack: 0.973 ns
Hold Path Sink: a1.N1
Seq/Total Area, Yosys: 65.3%
Area Overhead vs Synth: 128%
Max-slew violation count: 0
Adders+Majority by Area: 0%
# clock sinks: 4
Flops after synth: 4
Worst path max stage delay: 0.30 ns
Clk latency late pin: 0.29 ns
Top cell excl fill/tap: dfxtp_2
R2R setup slack: 0.02 ns
Worst Reg-to-Reg Cells: 2
Die Wd: 80 um
H-tree depth: 1
Slew headroom: 92.3%
Initial antenna violation count: 0
Yosys stat chip area: 123 um^2
Total track usage: 1.39%
Port buffer count: 7
Leakage: 0.111 nW
CP Cell Sequence: buf_2
Simple-Gate Area Share: 12.2%
Clock transition at path regs: 0.03 ns
CP delay by family, top: flip-flops
CTS tree: done
metrics by stage:
step	util [%]	TNS (ns)	setup WS (ns)	cells
4_1_cts	8.10	-0.577	-0.289	70
6_report	8.17	-0.551	-0.279	70
3_5_place_dp	7.55	-1.63	-0.512	66
3_3_place_gp	7.55	-1.59	-0.487	66
5_1_grt	8.17	-0.612	-0.309	70
2_1_floorplan	-	0	0.00318	12
area by class of cell:
| class | count | area [um^2] |
|---|---|---|
| clock buffers | 3 | 22.5 |
| clock inverters | 2 | 7.51 |
| fillers | 405 | 3140 |
| inverters | 1 | 3.75 |
| multi-input cells | 6 | 42.5 |
| flip-flops and latches | 4 | 85.1 |
| well taps | 46 | 57.6 |
| repair buffers | 8 | 60.1 |
metal layers:
layer	track usage, %	vias to the layer above	part of all wire, %
met3	1.82	2	19
met4	0.880	0	2.9
li1	-	64	-
met2	1.77	7	43
met5	0	-	0
met1	1.13	62	34
cell usage after synthesis:
master | n | share of area (%)
dfxtp_1 | 4 | 65
inv_1 | 2 | 6.1
a21oi_1 | 1 | 4.1
a32o_1 | 1 | 8.2
nand2b_1 | 1 | 5.1
nand3_1 | 1 | 4.1
nor2_1 | 1 | 3.1
o21ai_1 | 1 | 4.1
report_power, final:
| part | internal [W] | leakage [nW] | switching [W] |
|---|---|---|---|
| Clock | 0.000104 | 0.0245 | 0.0000586 |
| Combinational | 0.0000177 | 0.0517 | 0.00000876 |
| Sequential | 0.000124 | 0.0344 | 0.00000510 |
worst max-delay path by stage:
stage	start	end	cells past startpoint	slack, ns
global route	a1.N2	N2	1	-0.31
finish	a1.N1	N1	1	-0.28
CTS	a1.N1	N1	1	-0.29
state kept, by name, summed over array words and instances (netlist names):
signal / cells
a1.N1: 1
C1: 1
C2: 1
a1.N2: 1
kinds of logic after synthesis:
kind of cell           Yosys count
flip-flops                       4
AND/OR/NAND/NOR                  3
AND-OR/OR-AND                    3
buffers and inverters            2
timing repair:
item	CTS	global route
resized	14	3
cloned	0	0
setup buffers	1	0
setup endpoints to repair	5	4
pin swaps	0	0
No activity file was given, so power comes from the tool's default toggle rates.
